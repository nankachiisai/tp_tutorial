==> flow/config.mk <==
export PLATFORM = sky130hd
export DESIGN_NAME = top
export DESIGN_NICKNAME = top
export VERILOG_FILES = /design/flow/design.v
export SDC_FILE = /design/flow/constraint.sdc
export NUM_CORES = 4
export LEC_CHECK = 1
export CORE_UTILIZATION = 30
==> flow/constraint.sdc <==
current_design top

set clk_period 5.2
set clk_io_pct 0.2

create_clock -name clk0 -period $clk_period [get_ports {CLK}]

set non_clock_inputs [all_inputs -no_clocks]
set_input_delay [expr $clk_period * $clk_io_pct] -clock clk0 $non_clock_inputs
set_output_delay [expr $clk_period * $clk_io_pct] -clock clk0 [all_outputs]
==> flow/run.sh <==
#!/bin/bash
# OpenROAD 26Q1-2900-gdf79404cd8, Yosys 0.63+post, stock flow scripts
make -C /OpenROAD-flow-scripts/flow DESIGN_CONFIG=/design/flow/config.mk WORK_HOME=/design/flow/orfs finish
==> flow/design.v <==
module top (
    CLK,
    RST_N,
    RED_N,
    GREEN_N,
    BLUE_N,
    U_TX,
    U_RX
);
    input CLK;
    input RST_N;
    output RED_N;
    output GREEN_N;
    output BLUE_N;
    output U_TX;
    input U_RX;
    wire R_o;
    wire G_o;
    wire B_o;
    reg start;
    wire waitflg;
    wire [7:0] rxtotx;
    wire recvd;
    PWM R(
        .CLK(CLK),
        .RST_N(RST_N),
        .step_i(8'hff),
        .wave_o(R_o)
    );
    PWM G(
        .CLK(CLK),
        .RST_N(RST_N),
        .step_i(8'hff),
        .wave_o(G_o)
    );
    PWM B(
        .CLK(CLK),
        .RST_N(RST_N),
        .step_i(8'h00),
        .wave_o(B_o)
    );
    UART_Tx ut(
        .CLK(CLK),
        .RST_N(RST_N),
        .data_i(rxtotx),
        .signal_o(U_TX),
        .start(start),
        .waitflg(waitflg)
    );
    UART_Rx rt(
        .CLK(CLK),
        .RST_N(RST_N),
        .signal_i(U_RX),
        .data_o(rxtotx),
        .received(recvd)
    );
    always @(posedge CLK or negedge RST_N) begin
        if (~RST_N) begin
            start <= 1'b0;
        end else if (~waitflg & recvd) begin
            start <= 1'b1;
        end else begin
            start <= 1'b0;
        end
    end
    assign RED_N = ~R_o;
    assign GREEN_N = ~G_o;
    assign BLUE_N = ~B_o;
endmodule
module PWM (
    CLK,
    RST_N,
    step_i,
    wave_o
);
    input CLK;
    input RST_N;
    input [7:0] step_i;
    output wave_o;
    reg [7:0] step;
    reg [7:0] counter;
    always @(posedge CLK or negedge RST_N) begin
        if (~RST_N) begin
            step <= 0;
        end else begin
            step <= step_i;
        end
    end
    assign wave_o = (counter < step) ? 1'b1 : 1'b0;
endmodule
module UART_Tx (
    CLK,
    RST_N,
    data_i,
    signal_o,
    start,
    waitflg
);
    input CLK;
    input RST_N;
    input [7:0] data_i;
    output signal_o;
    input start;
    output waitflg;
    reg state;
    reg [12:0] counter;
    reg [3:0] bits;
    reg waitflg_r;
    reg [9:0] shiftreg;
    wire en;
    parameter IDLE = 1'b0;
    parameter SEND = 1'b1;
    parameter boudrate = 2604;  
    always @(posedge CLK or negedge RST_N) begin
        if (~RST_N) begin
            state <= IDLE;
        end else if (start) begin
            state <= SEND;
        end else if (bits > 0 && (bits < 10 || bits == 10)) begin
            state <= SEND;
        end else begin
            state <= IDLE;
        end
    end
    always @(posedge CLK or negedge RST_N) begin
        if (~RST_N) begin
            counter <= 0;
        end else if (state == SEND) begin
            if (counter == boudrate) begin
                counter <= 0;
            end else begin
                counter <= counter + 1;
            end
        end
    end
    always @(posedge CLK or negedge RST_N) begin
        if (~RST_N) begin
            bits <= 0;
        end else if (start) begin
            bits <= 1;
        end else if (state == SEND) begin
            if (en) begin
                if (bits == 10) begin
                    bits <= 0;
                end else begin
                    bits <= bits + 1;
                end
            end else begin
                ;
            end
        end else begin
            bits <= 0;
        end
    end
    always @(posedge CLK or negedge RST_N) begin
        if (~RST_N) begin
            waitflg_r <= 1'b0;
        end else if (state == SEND) begin
            waitflg_r <= 1'b1;
        end else if (state == IDLE) begin
            waitflg_r <= 1'b0;
        end else begin
            waitflg_r <= 1'b0;
        end
    end
    always @(posedge CLK or negedge RST_N) begin
        if (~RST_N) begin
            shiftreg <= 10'h3ff;
        end else if (start) begin
            shiftreg <= {1'b1, data_i, 1'b0};
        end else if (en && state == SEND) begin
            shiftreg <= {1'b1, shiftreg[9:1]};
        end else if (state == SEND) begin
            ;
        end else begin
            shiftreg <= 10'h3ff;
        end
    end
    assign en = (counter == boudrate) ? 1'b1 : 1'b0;
    assign waitflg = waitflg_r;
    assign signal_o = shiftreg[0];
endmodule
module UART_Rx (
    CLK,
    RST_N,
    signal_i,
    data_o,
    received
);
    input CLK;
    input RST_N;
    input signal_i;
    output [7:0] data_o;
    output received;
    reg [1:0] state;
    reg [12:0] counter;
    reg [12:0] fetch_counter;
    reg fetch_counter2;
    reg [3:0] bits;
    reg [9:0] shiftreg;
    reg prevsig;
    wire en;
    wire fetch_en;
    parameter IDLE = 2'b00;
    parameter RECEIVE = 2'b01;
    parameter DONE = 2'b10;
    parameter boudrate = 2604;  
    always @(posedge CLK or negedge RST_N) begin
        if (~RST_N) begin
            state <= IDLE;
        end else if (state == IDLE && ~signal_i && prevsig) begin
            state <= RECEIVE;
        end else if (bits == 10) begin
            state <= DONE;
        end else if (state == DONE) begin
            state <= IDLE;
        end
    end
    always @(posedge CLK or negedge RST_N) begin
        if (~RST_N) begin
            counter <= 0;
        end else if (state == RECEIVE) begin
            if (counter == boudrate) begin
                counter <= 0;
            end else begin
                counter <= counter + 1;
            end
        end else begin
            counter <= 0;
        end
    end
    always @(posedge CLK or negedge RST_N) begin
        if (~RST_N) begin
            fetch_counter <= boudrate >> 1;
        end else if (state == RECEIVE) begin
            if (fetch_counter != 0) begin
                fetch_counter <= fetch_counter - 1;
            end else begin
                fetch_counter <= boudrate >> 1;
            end
        end else begin
            fetch_counter <= boudrate >> 1;
        end
    end
    always @(posedge CLK or negedge RST_N) begin
        if (~RST_N) begin
            fetch_counter2 <= 0;
        end else if (state == RECEIVE) begin
            if (fetch_counter == 0) begin
                fetch_counter2 <= fetch_counter2 + 1;
            end
        end else begin
            fetch_counter2 <= 0;
        end
    end
    always @(posedge CLK or negedge RST_N) begin
        if (~RST_N) begin
            bits <= 0;
        end else if (fetch_en) begin
            bits <= bits + 1;
        end else if (bits == 10) begin
            bits <= 0;
        end
    end
    always @(posedge CLK or negedge RST_N) begin
        if (~RST_N) begin
            shiftreg <= 10'h3ff;
        end else if (fetch_en) begin
            shiftreg <= {signal_i, shiftreg[9:1]};
        end else begin
            ;
        end
    end
    always @(posedge CLK or negedge RST_N) begin
        if (~RST_N) begin
            prevsig <= 1'b1;
        end else begin
            prevsig <= signal_i;
        end
    end
    assign en = (counter == boudrate) ? 1'b1 : 1'b0;
    assign fetch_en = ((fetch_counter == boudrate >> 1) & (fetch_counter2 == 1)) ? 1'b1 : 1'b0;
    assign data_o = shiftreg[8:1];
    assign received = (state == DONE) ? 1'b1 : 1'b0;
endmodule
==> flow_summary.yaml <==
# physical design summary
outcome:
  outcome: "finished clean"
detailed_routing:
  drt_wl_total_um: 4590
  post_drt_wl_per_cell_um: 11.1
  diodes: 0
  drtPass1Iterations: 4
  detail-route-antenna-nets: 0
  vias_per_cell: 4.55
  drc: 0
  vias: 1885
  dr.first_iter.drc_count: 79
timing:
  rsz0062_at_grt: "false"
  setup_tns_ns: 0
  finalCriticalPeriod_ns: 2.34
  finalCritPeriodShare: 0.450
  finalSetupViolations: 0
  maxSlewViolCount: 0
  hold_viol: 0
  worstMarginPinSlew_ns: 0.775
  skew_ns: 0.00588
  relSlewSlack: 0.483
  fmax_mhz: 427
clocking:
  clock_latency_ns: 0.33
  post_cts_resized: 0
  cts_htree_levels: 3
  cts.clk_slew.worst_paths_ns: 0.06
  cts_tree: "yes"
  cts.sinks: 60
  ctsHoldBuffers: 0
  cts_setup_buffers: 0
  clockRootBuffer: "clkbuf_8"
  clk_path_buf_depth: 2
  numCtsBuffers: 9
place:
  routabilityCongestion: 0.818
  io_buffer_count: 3
  place_area_um2: 3000
  dp_hpwl_um: 2970
yosys:
  syn_area_um2: 2880
  syn_avg_cell_area_um2: 10.4
  ys.flop_type: "dfrtp_1"
  synth.yosys.warnings: 28
  ys_types: 50
  synth-edff-count: 0
  ys_seq_frac: 0.532
  synth_cells: 276
  ys_seq_elements: 60
  ys_area_um2: 2880
  synth-async-reset-ratio: 1.00
  yosys_cells: 276
worst_setup_path:
  critPathMaxStageDelay_ns: 0.53
  path_buffers: 1
  critPathCaptureType: "primary output"
  r2r_cells: 3
  worst-endpoint-arrival_ns: 1.30
  path_cells: "clkdlybuf4s50_1"
  startpoint: "ut.shiftreg[0]$_DFFE_PN1P_"
  crit_type: "register to primary output"
  worstReg2RegEnd: "rt.shiftreg[8]$_DFFE_PN1P_"
  crit_fanout: 2
  slowest_stage: "dfstp_2"
  required_ns: 4.16
  start_kind: "register"
  cpLargestDelayFamily: "flip-flops"
  regToRegSetupSlack_ns: 3.11
  rr_startpoint: "rt.fetch_counter[7]$_DFF_PN0_"
min_path:
  holdCritPathClass: "register to register"
  hold_start: "ut.waitflg_r$_DFF_PN0_"
  min_to: "start$_DFF_PN0_"
  whs_path_depth: 1
pwr:
  ir_drop_mv: 0.232
  cellLeakagePower_nw: 1.31
  power_density_nw_per_um2: 334
floorplanning:
  fp_util: 0.310
  die_h_um: 100
  num_rows: 35
  dieArea_um2: 9990
  die_w_um: 100
  design.core.area_um2: 9280
  io_pins: 7
global_routing:
  overflow: 0
  grt_max_degree: 61
  grt_pass1_wl_um: 8330
  antenna_found_initial: 0
  grtUsageTotal: 0.105
  grt_pass1_vias: 1832
flow_run:
  warnings: 29
  max-cap-violations: 0
final_layout:
  synthToLayoutAreaGrowth_pct: 9.87
  fin_area_um2: 3160
  drive_above_1_share: 0.165
[cell families (layout without fill, tap and decap cells)]
| logic type | Yosys count | in the layout | synth area share |
|---|---|---|---|
| AND-OR/OR-AND | 48 | 48 | 0.111 |
| AND/OR/NAND/NOR | 105 | 105 | 0.196 |
| other | 2 | 3 | 0.00261 |
| XOR/XNOR | 20 | 20 | 0.0608 |
| flip-flops | 60 | 60 | 0.532 |
| adder cells (fa/ha/maj) | 7 | 7 | 0.0304 |
| buffers and inverters | 29 | 37 | 0.0478 |
| multiplexers | 5 | 5 | 0.0187 |
[cells in the final DEF (no fill, tap or decap), drive strengths merged, types with 2 or more instances in the layout]
| cell | instances |
|---|---|
| nand2 | 40 |
| dfrtp | 35 |
| dfstp | 25 |
| inv | 17 |
| nor2 | 17 |
| xnor2 | 16 |
| o21ai | 16 |
| clkbuf | 16 |
| a21oi | 10 |
| nand3 | 8 |
| a32oi | 7 |
| ha | 7 |
| nor4 | 5 |
| xor2 | 4 |
| or3 | 4 |
| a21o | 3 |
| nor2b | 3 |
| nand4 | 3 |
| nor3b | 3 |
| mux2 | 3 |
| nand2b | 3 |
| conb | 3 |
| or4 | 3 |
| nor3 | 2 |
| o31ai | 2 |
| nand3b | 2 |
| and4b | 2 |
| and3 | 2 |
| o22ai | 2 |
| and4 | 2 |
| mux2i | 2 |
| a31oi | 2 |
| clkdlybuf4s50 | 2 |
| nor4b | 2 |
| buf | 2 |
[routing by layer]
layer	vias to the layer above	wire [um]	global-route usage
met5	-	0	0
met4	0	19	0.00792
met3	2	183	0.0368
met2	19	1970	0.155
met1	907	2420	0.161
li1	957	-	-
[worst max-delay path by stage]
stage | to | cells after the start
4_1_cts | U_TX | 1
5_1_grt | U_TX | 1
6_report | U_TX | 1
[worst reg2reg max path: cells and delay by family (launching register included)]
family           cells  cell delay [ns]
muxes                1             0.41
DFF                  1             0.42
and+or+nand+nor      2             1.19
[through the flow]
stage / hold slack (ns) / std cells / total power [mW] / utilization / setup WS [ns]
floorplan: 0.352 / 277 / 0.679 / - / 3.50
global placement: 0.388 / 398 / 0.717 / 0.323 / 3.15
detailed placement: 0.389 / 398 / 0.720 / 0.323 / 3.12
CTS: 0.406 / 414 / 1.08 / 0.341 / 2.83
global route: 0.430 / 414 / 1.13 / 0.341 / 2.80
finish: 0.406 / 414 / 1.06 / 0.341 / 2.86
[state kept, by name (all words and copies together), names as in the netlist]
name,flops
rt.prevsig,1
rt.fetch_counter2,1
rt.fetch_counter,13
start,1
rt.bits,4
ut.counter,13
ut.state,1
ut.shiftreg,9
rt.state,3
rt.shiftreg,9
ut.bits,4
ut.waitflg_r,1
[where the power goes]
part           internal (mW)  switching (mW)
clock                  0.187           0.159
combinational         0.0676          0.0751
sequential             0.521          0.0473
[synthesized netlist by cell type (2+ instances only)]
cell type	count	share of area
buf_2	2	0.0035
inv_1	17	0.022
nand2b_1	3	0.0065
nor3b_1	3	0.0078
nand2_1	40	0.052
dfrtp_1	35	0.30
clkbuf_1	4	0.0052
conb_1	2	0.0026
a31oi_1	2	0.0043
nor3_1	2	0.0035
nor4_1	5	0.011
mux2_2	3	0.012
and3_1	2	0.0043
or4_1	2	0.0052
and4b_1	2	0.0070
o31ai_1	2	0.0052
or3_4	2	0.0078
o22ai_1	2	0.0043
o21ai_0	15	0.026
xnor2_1	16	0.049
a21oi_1	10	0.017
and4_1	2	0.0061
xor2_1	4	0.012
a21o_1	3	0.0078
a32oi_1	7	0.021
nand3_1	8	0.014
mux2i_1	2	0.0070
dfstp_2	25	0.23
buf_4	5	0.013
or3_1	2	0.0043
nand4_1	3	0.0065
nor2b_1	3	0.0065
nand3b_1	2	0.0052
nor2_1	17	0.022
ha_1	7	0.030
[layout make-up]
cell class	instances	area [um2]
Fill cell	950	6120
Sequential cell	60	1530
Multi-Input combinational cell	188	1210
Tap cell	129	161
Clock buffer	16	160
Inverter	17	63.8
Timing Repair Buffer	4	32.5
No activity file was given, so power comes from the tool's default toggle rates.
